File: flow/design.v
module BancoRegis (
    EscreveReg,
    clock,
    inRA,
    in1,
    in2,
    regEscrito,
    dadoEscrito,
    outRA,
    out1,
    out2
);
  input wire EscreveReg;
  input wire [1:0] inRA;
  input wire [1:0] in1;
  input wire [1:0] in2;
  input wire [1:0] regEscrito;
  input wire [7:0] dadoEscrito;
  input wire clock;
  output wire [7:0] outRA;
  output wire [7:0] out1;
  output wire [7:0] out2;
  reg [7:0] registradores [3:0]; 
  initial begin
    registradores[0] = 0;  
    registradores[1] = 0;
    registradores[2] = 0;
    registradores[3] = 0;
  end
  always @(posedge clock) begin   
    if (EscreveReg) begin
      if (regEscrito != 0) begin
      registradores[regEscrito] = dadoEscrito;
      end
    end
  end
  assign outRA = registradores[inRA];
  assign out1 = registradores[in1];
  assign out2 = registradores[in2];
endmodule
module Controle (
    OPcode,
    bit_menos_sig,
    halt,
    addi,
    jump,
    beq,
    dadoEscrito,
    acessarMemoria,
    imediato,
    escreveMemoria,
    leMemoria,
    operacaoULA,
    escreveRegistrador,
    lw
);
  input wire [2:0] OPcode;
  input wire bit_menos_sig;
  output wire halt;
  output wire addi;
  output wire jump;
  output wire beq;
  output wire dadoEscrito;
  output wire acessarMemoria;
  output wire imediato;
  output wire escreveMemoria;
  output wire leMemoria;
  output wire [1:0] operacaoULA;
  output wire escreveRegistrador;
  output wire lw;
  reg aux_halt;
  reg aux_addi;
  reg aux_jump;
  reg aux_beq;
  reg aux_dadoEscrito;
  reg aux_acessarMemoria;
  reg aux_imediato;
  reg aux_escreveMemoria;
  reg aux_leMemoria;
  reg [1:0] aux_operacaoULA;
  reg aux_escreveRegistrador;
  reg aux_lw;
  always @(OPcode) begin
    if (OPcode == 0) begin   
      aux_addi = 0;
      aux_jump = 0;
      aux_beq = 0;
      aux_dadoEscrito = 1;
      aux_acessarMemoria = 0;
      aux_imediato = 0;
      aux_escreveMemoria = 0;
      aux_leMemoria = 0;
      aux_operacaoULA = 1;
      aux_escreveRegistrador = 1;
      aux_lw = 0;
      if (bit_menos_sig == 1) begin   
        aux_halt = 1;
      end else begin
        aux_halt = 0;
      end
    end
    if (OPcode == 1) begin   
      aux_addi = 1;
      aux_jump = 0;
      aux_beq = 0;
      aux_dadoEscrito = 1;
      aux_acessarMemoria = 0;
      aux_imediato = 1;
      aux_escreveMemoria = 0;
      aux_leMemoria = 0;
      aux_operacaoULA = 1;
      aux_escreveRegistrador = 1;
      aux_lw = 0;
      aux_halt = 0;
    end
    if (OPcode == 2) begin   
      aux_addi = 0;
      aux_jump = 0;
      aux_beq = 1;
      aux_dadoEscrito = 0;
      aux_acessarMemoria = 0;
      aux_imediato = 0;
      aux_escreveMemoria = 0;
      aux_leMemoria = 0;
      aux_operacaoULA = 0;
      aux_escreveRegistrador = 0;
      aux_lw = 0;
      aux_halt = 0;
    end
    if (OPcode == 3) begin   
      aux_addi = 0;
      aux_jump = 0;
      aux_beq = 0;
      aux_dadoEscrito = 0;
      aux_acessarMemoria = 1;
      aux_imediato = 0;
      aux_escreveMemoria = 0;
      aux_leMemoria = 1;
      aux_operacaoULA = 0;
      aux_escreveRegistrador = 1;
      aux_lw = 1;
      aux_halt = 0;
    end
    if (OPcode == 4) begin   
      aux_addi = 0;
      aux_jump = 0;
      aux_beq = 0;
      aux_dadoEscrito = 0;
      aux_acessarMemoria = 0;
      aux_imediato = 0;
      aux_escreveMemoria = 1;
      aux_leMemoria = 0;
      aux_operacaoULA = 0;
      aux_escreveRegistrador = 0;
      aux_lw = 0;
      aux_halt = 0;
    end
    if (OPcode == 5) begin   
      aux_addi = 0;
      aux_jump = 1;
      aux_beq = 0;
      aux_dadoEscrito = 0;
      aux_acessarMemoria = 0;
      aux_imediato = 0;
      aux_escreveMemoria = 0;
      aux_leMemoria = 0;
      aux_operacaoULA = 0;
      aux_escreveRegistrador = 0;
      aux_lw = 0;
      aux_halt = 0;
    end
    if (OPcode == 6) begin   
      aux_addi = 0;
      aux_jump = 0;
      aux_beq = 0;
      aux_dadoEscrito = 1;
      aux_acessarMemoria = 0;
      aux_imediato = 0;
      aux_escreveMemoria = 0;
      aux_leMemoria = 0;
      aux_operacaoULA = 2;
      aux_escreveRegistrador = 1;
      aux_lw = 0;
      aux_halt = 0;
    end
  end
  assign halt = aux_halt;
  assign addi = aux_addi;
  assign jump = aux_jump;
  assign beq = aux_beq;
  assign dadoEscrito = aux_dadoEscrito;
  assign acessarMemoria = aux_acessarMemoria;
  assign imediato = aux_imediato;
  assign escreveMemoria = aux_escreveMemoria;
  assign leMemoria = aux_leMemoria;
  assign operacaoULA = aux_operacaoULA;
  assign escreveRegistrador = aux_escreveRegistrador;
  assign lw = aux_lw;
endmodule
module Extensor_2_8 (
    in,
    saida
);
input wire [1:0] in;
output wire [7:0] saida;
reg [7:0] extendido;
always @(in) begin
    extendido[1:0] = in[1:0];
    extendido[7:2] = {6{in[1]}};
end
assign saida = extendido;
endmodule
module Extensor_5_8 (
    in,
    saida
);
input wire [4:0] in;
output wire [7:0] saida;
reg [7:0] extendido;
always @(in) begin
    extendido[4:0] = in[4:0];
    extendido[7:5] = {3{in[4]}};
end
assign saida = extendido;
endmodule
module MUX_1bit (
    in1,
    in2,
    controle,
    saida
);
  input wire in1;
  input wire in2;
  input wire controle;
  output wire saida;
  reg aux_saida;
  always @(in1 or in2 or controle) begin
    if (controle == 0) begin
      aux_saida = in1;
    end else if (controle == 1) begin
      aux_saida = in2;
    end
  end
  assign saida = aux_saida;
endmodule
module MUX_2bits (
    in1,
    in2,
    controle,
    saida
);
  input wire [1:0] in1;
  input wire [1:0] in2;
  input wire controle;
  output wire [1:0] saida;
  reg [1:0] aux_saida;
  always @(in1 or in2 or controle) begin
    if (controle == 0) begin
      aux_saida = in1;
    end else if (controle == 1) begin
      aux_saida = in2;
    end
  end
  assign saida = aux_saida;
endmodule
module MUX_8bits (
    in1,
    in2,
    controle,
    saida
);
  input wire [7:0] in1;
  input wire [7:0] in2;
  input wire controle;
  output wire [7:0] saida;
  reg [7:0] aux_saida;
  always @(in1 or in2 or controle) begin
    if (controle == 0) begin
      aux_saida = in1;
    end else if (controle == 1) begin
      aux_saida = in2;
    end
  end
  assign saida = aux_saida;
endmodule
module AND (
    in1,
    in2,
    saida
);
  input wire in1;
  input wire in2;
  output wire saida;
  assign saida = (in1 & in2);
endmodule
module ProgramCounter (
    clock,
    valorEntradaPC,
    valorPC
);
  input wire [7:0] valorEntradaPC;
  input wire clock;
  output wire [7:0] valorPC;
  reg [7:0] pc;
  initial begin
    pc = 8'b00000000;
  end
  always @(posedge clock) begin
    pc = valorEntradaPC;
  end
  assign valorPC = pc;
endmodule
module ULA (
    Operacao,
    in1,
    in2,
    saida_comp,
    saida
);
  input wire [1:0] Operacao;
  input wire signed [7:0] in1;
  input wire signed [7:0] in2;
  output wire [0:0] saida_comp;
  output wire [7:0] saida;
  reg unsigned [7:0] reg1;
  reg unsigned [7:0] reg2;
  reg signed [7:0] regS1;
  reg signed [7:0] regS2;
  reg signed [7:0] saida_aux;
  reg comparacao;
  always @(Operacao or in1 or in2) begin
    reg1 = in1;
    reg2 = in2;
    regS1 = in1;
    regS2 = in2;
    comparacao = 0;
    if (Operacao == 0) begin
      saida_aux = (reg1 + reg2);
    end
    if (Operacao == 1) begin
      saida_aux = (regS1 + regS2);
    end
    if (Operacao == 2) begin
      saida_aux = (regS1 * regS2);
    end
    if ((regS1 - regS2) == 0) begin
      comparacao = 1;
    end
  end
  assign saida = saida_aux;
  assign saida_comp = comparacao;
endmodule
module nRisc (
    CLK,
    saida_instrucao,
    saidaPC,
    EscreveMemoria,
    LeMemoria,
    endereco,
    valorescrito,
    valorlido
);
  input wire CLK;
  input wire [7:0] saida_instrucao;
  input wire [7:0] valorlido;
  output wire EscreveMemoria;
  output wire LeMemoria;
  output wire [7:0] endereco;
  output wire [7:0] valorescrito;
  output wire [7:0] saidaPC;
  wire [1:0] saida_mux1;
  wire [7:0] saida_mux2;
  wire [7:0] saida_mux3;
  wire [7:0] saida_mux4;
  wire [7:0] saida_mux5;
  wire [7:0] saida_mux6;
  wire [7:0] saida_mux7;
  wire saida_mux8;
  wire saida_mux9;
  wire [7:0] saida_mux10;
  wire [7:0] saida_extensor1;
  wire [7:0] saida_extensor2;
  wire [7:0] saida_PC;
  wire saida_comp_pc;
  wire [7:0] saida_ula_pc;
  wire [7:0] saida_reg_RA;
  wire [7:0] saida_reg_1;
  wire [7:0] saida_reg_2;
  wire saida_comp_ULA;
  wire [7:0] saida_ULA;
  wire saida_and;
  wire halt;
  wire addi;
  wire jump;
  wire beq;
  wire dadoEscrito;
  wire acessarMemoria;
  wire imediato;
  wire escreveMemoria;
  wire leMemoria;
  wire [1:0] operacaoULA;
  wire escreveRegistrador;
  wire lw;
  ProgramCounter PC (
      CLK,
      saida_mux10,
      saida_PC
  );
  ULA ulaPC (
      2'b00,   
      saida_PC,
      8'b00000001,
      saida_comp_pc,   
      saida_ula_pc
  );
  Controle controle (
      saida_instrucao[7:5],
      saida_instrucao[0],
      halt,
      addi,
      jump,
      beq,
      dadoEscrito,
      acessarMemoria,
      imediato,
      escreveMemoria,
      leMemoria,
      operacaoULA,
      escreveRegistrador,
      lw
  );
  MUX_2bits MUX1 (
      saida_instrucao[4:3],
      2'b11,
      lw,
      saida_mux1
  );
  BancoRegis regis (
      escreveRegistrador,
      CLK,
      2'b11,
      saida_instrucao[4:3],
      saida_instrucao[2:1],
      saida_mux1,
      saida_mux5,
      saida_reg_RA,
      saida_reg_1,
      saida_reg_2
  );
  Extensor_2_8 extensor1 (
      saida_instrucao[2:1],
      saida_extensor1
  );
  Extensor_5_8 extensor2 (
      saida_instrucao[4:0],
      saida_extensor2
  );
  MUX_8bits MUX2 (
      8'b00000000,
      saida_reg_1,
      saida_mux8,
      saida_mux2
  );
  MUX_8bits MUX3 (
      saida_reg_2,
      saida_extensor1,
      imediato,
      saida_mux3
  );
  ULA ula (
      operacaoULA,
      saida_mux2,
      saida_mux3,
      saida_comp_ULA,
      saida_ULA
  );
  MUX_8bits MUX5 (
      valorlido,
      saida_ULA,
      dadoEscrito,
      saida_mux5
  );
  MUX_8bits MUX4 (
      saida_ULA,
      saida_extensor2,
      acessarMemoria,
      saida_mux4
  );
  AND porta_and (
      beq,
      saida_comp_ULA,
      saida_and
  );
  MUX_8bits MUX6 (
      saida_ula_pc,
      saida_reg_RA,
      saida_and,
      saida_mux6
  );
  MUX_8bits MUX7 (
      saida_mux6,
      saida_reg_RA,
      jump,
      saida_mux7
  );
  MUX_1bit MUX8 (
      1'b1,
      saida_instrucao[0],
      addi,
      saida_mux8
  );
  MUX_1bit MUX9 (
      1'b0,
      saida_instrucao[0],
      halt,
      saida_mux9
  );
  MUX_8bits MUX10 (
      saida_mux7,
      8'b11111111,
      saida_mux9,
      saida_mux10
  );
  assign saidaPC = saida_PC;
  assign valorescrito = saida_reg_RA;
  assign EscreveMemoria = escreveMemoria;
  assign LeMemoria = leMemoria;
  assign endereco = saida_mux4;
endmodule
File: flow/constraint.sdc
current_design nRisc

set clk_period 4.7
set clk_io_pct 0.2

create_clock -name clk0 -period $clk_period [get_ports {CLK}]

set non_clock_inputs [all_inputs -no_clocks]
set_input_delay [expr $clk_period * $clk_io_pct] -clock clk0 $non_clock_inputs
set_output_delay [expr $clk_period * $clk_io_pct] -clock clk0 [all_outputs]
File: flow/run.sh
#!/bin/bash
# OpenROAD 26Q1-2900-gdf79404cd8, Yosys 0.63+post, stock flow scripts
make -C /OpenROAD-flow-scripts/flow DESIGN_CONFIG=/design/flow/config.mk WORK_HOME=/design/flow/orfs finish
File: flow/config.mk
export PLATFORM = sky130hd
export DESIGN_NAME = nRisc
export DESIGN_NICKNAME = nRisc
export VERILOG_FILES = /design/flow/design.v
export SDC_FILE = /design/flow/constraint.sdc
export NUM_CORES = 4
export LEC_CHECK = 1
export CORE_UTILIZATION = 30
==> impl_metrics.prom <==
# HELP chip_impl_metric Flow report values
# TYPE chip_impl_metric gauge
chip_impl_info{name="run_status",value="finished, final reports clean"} 1
chip_impl_metric{name="worst_slew_margin_rel",unit=""} 0.425
chip_impl_info{name="crit_type",value="input pin to flop"} 1
chip_impl_metric{name="drt_pass1_iterations",unit=""} 4
chip_impl_metric{name="drt.antenna.violating_nets",unit=""} 0
chip_impl_metric{name="insertedDiodeCount",unit=""} 0
chip_impl_metric{name="placedCellCount",unit=""} 619
chip_impl_metric{name="synthAoiAreaFrac",unit=""} 0.108
chip_impl_metric{name="synth-edff-count",unit=""} 32
chip_impl_info{name="synth_top_flop_cell",value="sky130_fd_sc_hd__edfxtp_1"} 1
chip_impl_info{name="timing.critical_path.from_type",value="input pin"} 1
chip_impl_info{name="cts_root_buf",value="sky130_fd_sc_hd__clkbuf_16"} 1
chip_impl_metric{name="switchingPower",unit="W"} 0.000454
chip_impl_metric{name="numCtsBuffers",unit=""} 5
chip_impl_metric{name="antenna_found_initial",unit=""} 0
chip_impl_metric{name="seq_power_share",unit=""} 0.321
chip_impl_metric{name="place.detailed.hpwl",unit="µm"} 7960
chip_impl_metric{name="layout.core_utilization",unit=""} 0.380
chip_impl_metric{name="die_h",unit="µm"} 118
chip_impl_metric{name="share_clk_of_total_power",unit=""} 0.273
chip_impl_metric{name="grt_pass1_vias",unit=""} 2946
chip_impl_metric{name="dieArea",unit="mm²"} 0.0138
chip_impl_metric{name="groute.usage.overall",unit=""} 0.147
chip_impl_metric{name="synth_xor_xnor_area_share",unit=""} 0.0667
chip_impl_metric{name="via_per_inst",unit=""} 4.71
chip_impl_metric{name="drt-wirelength-per-cell",unit="µm"} 15.3
chip_impl_metric{name="die.size.x",unit="µm"} 118
chip_impl_metric{name="worst-slew-pin-transition",unit="ps"} 861
chip_impl_metric{name="switching_share",unit=""} 0.317
chip_impl_metric{name="cts_htree_levels",unit=""} 2
chip_impl_metric{name="grt.overflow.total",unit=""} 0
chip_impl_metric{name="synth-adder-area-share",unit=""} 0.174
chip_impl_metric{name="peakVddDrop",unit="mV"} 0.294
chip_impl_metric{name="yosys_warnings",unit=""} 9
chip_impl_metric{name="synth.avg_cell_area",unit="µm²"} 10.1
chip_impl_metric{name="openroad.warnings",unit=""} 32
chip_impl_metric{name="ys.flops",unit=""} 58
chip_impl_metric{name="vias",unit=""} 2953
chip_impl_metric{name="syn2layout_area_growth",unit="%"} 21.6
chip_impl_info{name="hold_class",value="flop to flop"} 1
chip_impl_metric{name="setup_viol",unit=""} 0
chip_impl_metric{name="p_int",unit="W"} 0.000976
chip_impl_metric{name="worst-path-max-fanout",unit=""} 15
chip_impl_metric{name="clk_pin_slew",unit="ps"} 60
chip_impl_metric{name="grt_start_max_net_pins",unit=""} 17
chip_impl_metric{name="netlist_area_before_placement",unit="mm²"} 0.00401
chip_impl_metric{name="leakage",unit="nW"} 2.07
chip_impl_metric{name="yosys-stat-area",unit="mm²"} 0.00401
chip_impl_metric{name="simple_gate_area_frac",unit=""} 0.114
chip_impl_metric{name="timing.critical_path.arrival",unit="ps"} 4430
chip_impl_metric{name="grt_first_pass_wirelength",unit="µm"} 15400
chip_impl_metric{name="post-cts-setup-buffer-count",unit=""} 0
chip_impl_metric{name="share_of_cells_above_drive_strength_1",unit=""} 0.116
chip_impl_metric{name="drv_cap",unit=""} 0
chip_impl_metric{name="post_cts_resize_count",unit=""} 0
chip_impl_metric{name="cp.required",unit="ps"} 4890
chip_impl_metric{name="finalWorstPathRequiredPeriod",unit="ps"} 4240
chip_impl_metric{name="netlist_instances",unit=""} 398
chip_impl_metric{name="initialDrtViolationCount",unit=""} 143
chip_impl_metric{name="number_of_distinct_standard_cells_referenced_by_the_synthesized_netlist",unit=""} 46
chip_impl_metric{name="clock_latency",unit="ps"} 280
chip_impl_metric{name="place_congestion",unit=""} 0.931
chip_impl_info{name="rsz0062_at_grt",value="no"} 1
chip_impl_metric{name="muxShareOfSynthArea",unit=""} 0.125
chip_impl_metric{name="final_hold_viol_count",unit=""} 0
chip_impl_metric{name="ios",unit=""} 43
chip_impl_metric{name="synth_async_sr_flop_share",unit=""} 0
chip_impl_metric{name="drc",unit=""} 0
chip_impl_info{name="comb_area_leader",value="adder cells"} 1
chip_impl_metric{name="ys_cells",unit=""} 398
chip_impl_metric{name="postRouteWirelength",unit="µm"} 9610
chip_impl_metric{name="cts-root-to-sink-buffers",unit=""} 2
chip_impl_info{name="cts_tree",value="done"} 1
chip_impl_metric{name="maxSlewViolCount",unit=""} 0
chip_impl_metric{name="buffer_ports.inserted",unit=""} 42
chip_impl_metric{name="cell_count_final_fillers_out",unit=""} 627
chip_impl_info{name="worstSetupEndpointType",value="flop"} 1
chip_impl_metric{name="finalClockSkew",unit="ps"} 3.18
chip_impl_metric{name="floorplan.core_util",unit=""} 0.313
chip_impl_metric{name="endpoints_left_unconstrained",unit=""} 20
chip_impl_metric{name="max_freq",unit="MHz"} 236
chip_impl_metric{name="power.combinational.fraction",unit=""} 0.407
chip_impl_metric{name="rows",unit=""} 41
chip_impl_metric{name="coreArea",unit="mm²"} 0.0128
chip_impl_metric{name="cts_hold_buf",unit=""} 0
chip_impl_metric{name="powerDensity",unit="mW/mm²"} 293
chip_impl_metric{name="final.setup.tns",unit="ps"} 0
chip_impl_metric{name="timing.final.crit_share",unit=""} 0.903
chip_impl_metric{name="unclocked_pins",unit=""} 18
==> cell usage in the layout (no fill, tap or decap), types with 10 or more instances in the layout <==
cell type / n
sky130_fd_sc_hd__a21oi_1: 13
sky130_fd_sc_hd__buf_4: 14
sky130_fd_sc_hd__clkdlybuf4s50_1: 42
sky130_fd_sc_hd__dlxtn_1: 18
sky130_fd_sc_hd__edfxtp_1: 32
sky130_fd_sc_hd__fa_1: 13
sky130_fd_sc_hd__ha_1: 35
sky130_fd_sc_hd__inv_1: 49
sky130_fd_sc_hd__mux2_2: 20
sky130_fd_sc_hd__mux2i_1: 12
sky130_fd_sc_hd__nand2_1: 21
sky130_fd_sc_hd__nor2_1: 36
sky130_fd_sc_hd__o21ai_0: 13
sky130_fd_sc_hd__o21ai_1: 10
sky130_fd_sc_hd__xnor2_1: 19
==> cell type report <==
class	count	area (µm²)
clock buffers	5	125
clock inverters	3	46.3
fillers	1311	7950
inverters	49	184
multi-input cells	284	2390
flip-flops and latches	58	1390
well taps	172	215
repair buffers	56	526
==> critical path: stages <==
cell	delay [ps]
sky130_fd_sc_hd__clkdlybuf4s50_1	590
sky130_fd_sc_hd__buf_4	250
sky130_fd_sc_hd__mux4_2	540
sky130_fd_sc_hd__nand2_1	150
sky130_fd_sc_hd__inv_1	100
sky130_fd_sc_hd__ha_1	390
sky130_fd_sc_hd__xor2_1	190
sky130_fd_sc_hd__o41a_1	310
sky130_fd_sc_hd__a2111o_1	340
sky130_fd_sc_hd__a211oi_4	210
sky130_fd_sc_hd__buf_4	230
sky130_fd_sc_hd__o21ai_1	90
sky130_fd_sc_hd__o311ai_1	100
==> synth_stat cells (4+ instances only) <==
library cell                n  area share
sky130_fd_sc_hd__clkbuf_1   8      0.0075
sky130_fd_sc_hd__dfxtp_1    8       0.040
sky130_fd_sc_hd__nand3_1    8       0.010
sky130_fd_sc_hd__dlxtn_1   18       0.067
sky130_fd_sc_hd__o21bai_1   4      0.0075
sky130_fd_sc_hd__edfxtp_1  32        0.24
sky130_fd_sc_hd__ha_1      35        0.11
sky130_fd_sc_hd__o21ai_1   10       0.012
sky130_fd_sc_hd__xnor2_1   19       0.041
sky130_fd_sc_hd__nor2b_1    6      0.0094
sky130_fd_sc_hd__o21ai_0   13       0.016
sky130_fd_sc_hd__nor2_1    36       0.034
sky130_fd_sc_hd__xor2_1     9       0.020
sky130_fd_sc_hd__mux4_2     7       0.039
sky130_fd_sc_hd__and2_1     4      0.0062
sky130_fd_sc_hd__a21oi_1   13       0.016
sky130_fd_sc_hd__mux2_2    20       0.056
sky130_fd_sc_hd__o311ai_1   7       0.015
sky130_fd_sc_hd__nand2b_1   4      0.0062
sky130_fd_sc_hd__o21a_1     6       0.011
sky130_fd_sc_hd__nor3b_1    4      0.0075
sky130_fd_sc_hd__inv_1     49       0.046
sky130_fd_sc_hd__mux2i_1   12       0.030
sky130_fd_sc_hd__fa_1      13       0.065
sky130_fd_sc_hd__nand2_1   21       0.020
==> sequential cells by signal (all words and copies together), names as in the netlist <==
name and count:
controle.aux_escreveMemoria 1, controle.aux_jump 1, regis.registradores 32, controle.aux_addi 1, controle.aux_dadoEscrito 1, ula.saida_aux 8, controle.aux_operacaoULA 2, controle.aux_lw 1
controle.aux_halt 1, controle.aux_escreveRegistrador 1, controle.aux_beq 1, PC.pc 8
==> power by group through the flow <==
stage         clock network, W  logic (W)  registers [W]
global route          0.000409   0.000661       0.000463
CTS                   0.000394   0.000592       0.000459
finish                0.000390   0.000582       0.000458
==> through the flow <==
step / power [W] / worst slack (ps) / area (µm²) / hold WS (ps)
5_1_grt: 0.00153 / 236 / 4880 / 598
4_1_cts: 0.00144 / 449 / 4880 / 573
6_report: 0.00143 / 458 / 4880 / 565
3_5_place_dp: 0.00105 / 173 / 4700 / 567
3_3_place_gp: 0.00105 / 241 / 4700 / 555
2_1_floorplan: 0.000873 / 715 / 4040 / 477
==> path summary, 6_finish.rpt <==
| path | from | endpoint | slack [ps] | cells after the start |
|---|---|---|---|---|
| worst max-delay path | saida_instrucao[3] | PC.pc[3] | 460 | 13 |
| worst min-delay path | PC.pc[0] | PC.pc[0] | 560 | 1 |
| worst max register to register | regis.registradores[3][1] | PC.pc[3] | 1390 | 13 |
| worst min register to register | PC.pc[0] | PC.pc[0] | 560 | 1 |
==> layer usage <==
layer / part of all wire / up-vias / GRT usage
met5: 0 / - / 0
met1: 0.45 / 1417 / 0.204
met2: 0.49 / 52 / 0.251
li1: - / 1473 / -
met3: 0.044 / 11 / 0.0306
met4: 0.011 / 0 / 0.0144
==> cells by family after synthesis <==
kind of cell    Yosys count
flops                    40
latches                  18
other cells               1
compound gates           66
buf+inv                  63
xor+xnor                 29
fa+ha+maj                48
mux                      39
simple gates             94
Power is estimated from default activity; no workload was simulated.
